--- /design/flow/config.mk ---
export PLATFORM = sky130hd
export DESIGN_NAME = registrodes
export DESIGN_NICKNAME = registrodes
export VERILOG_FILES = /design/flow/design.v
export SDC_FILE = /design/flow/constraint.sdc
export NUM_CORES = 4
export LEC_CHECK = 1
export CORE_AREA = 10 10 77 77
export DIE_AREA = 0 0 87 87
--- /design/flow/constraint.sdc ---
current_design registrodes

set clk_period 1.7
set clk_io_pct 0.2

create_clock -name clk0 -period $clk_period [get_ports {clock}]

set non_clock_inputs [all_inputs -no_clocks]
set_input_delay [expr $clk_period * $clk_io_pct] -clock clk0 $non_clock_inputs
set_output_delay [expr $clk_period * $clk_io_pct] -clock clk0 [all_outputs]
--- /design/flow/design.v ---
module registrodes(dato, reset, clock, enable, Q);
parameter n=12;
input clock, enable, reset;
input[11:0] dato;
output reg [n-1:0] Q;
always @(posedge clock)
begin
if(reset)
Q<=0;
if (enable)
Q<=dato;
end
endmodule
--- /design/flow/run.sh ---
#!/bin/bash
# OpenROAD 26Q1-2900-gdf79404cd8, Yosys 0.63+post, stock flow scripts
make -C /OpenROAD-flow-scripts/flow DESIGN_CONFIG=/design/flow/config.mk WORK_HOME=/design/flow/orfs finish
==> impl_report.txt <==
FLOW METRICS REPORT
----------------------------------------------------
[Floorplanning]
  Area of the core ........................ 4350 µm²
  Effective utilization at floorplan ........................ 10.6%
  Number of ports placed on the die boundary ........................ 27
  Number of placement rows ........................ 24
  Width of the die ........................ 87 µm
  Die area ........................ 7570 µm²
  Vertical die dimension ........................ 87 µm

[Detailed routing]
  Ant. Diodes ........................ 0
  Routed wire length ........................ 1.08 mm
  Detailed-route via count ........................ 291
  Average wire per standard cell ........................ 10.1 µm
  DRT antenna net count ........................ 0
  Number of DRC violations after detailed routing ........................ 0
  Drt pass-1 iters ........................ 2
  Drt via density ........................ 2.72
  Detailed router's first-iteration violation count ........................ 5

[Synth]
  Synth flops ........................ 12
  Number of standard cells after synthesis ........................ 26
  Cell count listed in synth_stat.txt ........................ 26
  Avg Inst Size Synth ........................ 17.8 µm²
  Proportion of synthesized chip area in sequential cells ........................ 77.8%
  Count of cell types in the netlist ........................ 5
  Yosys warns ........................ 1
  Post-Syn Area ........................ 463 µm²
  Yosys stat chip area ........................ 463 µm²

[Run]
  Total of max-cap violations ........................ 0
  Tally of OpenROAD warnings ........................ 25

[Clocking]
  Number of buffers added by the clock tree synthesis step ........................ 3
  Clock root buffer ........................ sky130_fd_sc_hd__clkbuf_8
  Clock edge transition at the registers on the reported setup and hold paths ........................ 50 ps
  Maximum level of the CTS H-tree ........................ 1
  CTS tree ........................ done
  Setup Fix Bufs, Post-CTS ........................ 0
  Count of instances resized after the clock tree is built ........................ 0
  CTS sink cnt ........................ 12
  Worst-case clock buffer depth ........................ 2
  Post-CTS Hold Buffers ........................ 0

[Finish]
  Final Util ........................ 19.0%
  Largest registers ........................ Q (12)
  Layout cell share with drive strength beyond 1 ........................ 21.8%
  Finished Layout Cells ........................ 107
  Relative area change from synthesis to final layout ........................ 78.4%
  Max FFs per register ........................ 12
  Largest reg by FF count ........................ Q

[Power and ir drop]
  Overall Power ........................ 709 µW
  Leakage power total ........................ 0.000293 µW
  Power Density ........................ 858 nW/µm²
  Worst ir drop on vdd ........................ 420 µV

[Final timing]
  Fin crit period ........................ 1380 ps
  Post-Route Hold Slack ........................ 772 ps
  Worst max-slew margin expressed relative to the limit ........................ 66.7%
  Slew at the pin closest to its max-slew limit ........................ 499 ps
  Post-layout period usage ........................ 81.3%
  RSZ-0062 raised after global routing ........................ false
  Number of hold violations in the final report ........................ 0
  Final setup violating endpoints ........................ 0
  Total negative setup slack ........................ 0 ps
  Maximum operating frequency ........................ 0.724 GHz
  Final Max Slew Viols ........................ 0

[Worst setup path]
  Worst setup startpoint ........................ Q[9]
  Max incr delay on CP ........................ 470 ps
  CP Capture Type ........................ output pin
  Worst path slowest cell ........................ sky130_fd_sc_hd__clkdlybuf4s50_1
  Arr. time, crit path ........................ 1040 ps
  Category of the most critical setup path ........................ reg -> out
  Worst Setup Start Kind ........................ register
  Critical path buffer and inverter count ........................ 1
  Critical path depth ........................ 1
  Crit Path Max Fanout ........................ 1
  Req. time, crit path ........................ 1360 ps
  CP Cell Sequence ........................ clkdlybuf4s50_1
  Crit path capture ........................ Q[9]
  Worst path top cell family by delay ........................ buffers and inverters

[Placed design]
  Placer's final routability congestion estimate ........................ 0.685
  Placed cell count ........................ 104
  Number of port buffers ........................ 26

[Outcome]
  Status ........................ finished, final reports clean

[Global route]
  Pin count of the biggest net entering global routing ........................ 13
  Antenna violations before repair ........................ 0
  Global-route wire length before repair ........................ 1.73 mm
  Via count of the first global-routing pass ........................ 369
  Total routing resource utilization after global routing ........................ 2.95%
  Sum of overflow across all layers after global routing ........................ 0

[Min path]
  Worst Hold Class ........................ in -> reg

----------------------------------------------------
## logic make-up (layout without fill, tap and decap cells)
| family | count (synthesis) | after routing | synth area share (%) |
|---|---|---|---|
| flops | 12 | 12 | 77.8 |
| simple gates | 13 | 13 | 19.7 |
| buf+inv | 1 | 30 | 2.43 |
## synthesized netlist by cell type
| cell | n | area (µm²) |
|---|---|---|
| sky130_fd_sc_hd__edfxtp_1 | 12 | 360 |
| sky130_fd_sc_hd__and2_2 | 8 | 60.1 |
| sky130_fd_sc_hd__or2_1 | 1 | 6.26 |
| sky130_fd_sc_hd__buf_6 | 1 | 11.3 |
| sky130_fd_sc_hd__and2_1 | 4 | 25.0 |
## power breakdown
part	internal (µW)	switching [µW]	total, µW
clock network	155	90.0	245
logic	79.4	20.1	99.5
registers	357	7.89	365
## cell type report
| cell class | count | area, µm² |
|---|---|---|
| fill | 444 | 3530 |
| sequential | 12 | 360 |
| timing repair buffer | 27 | 268 |
| multi-input combinational | 13 | 91.3 |
| tap | 52 | 65.1 |
| clock buffer | 3 | 41.3 |
## cells in the final DEF (no fill, tap or decap)
cell / count
sky130_fd_sc_hd__clkdlybuf4s50_1: 26
sky130_fd_sc_hd__edfxtp_1: 12
sky130_fd_sc_hd__and2_2: 8
sky130_fd_sc_hd__and2_1: 4
sky130_fd_sc_hd__clkbuf_8: 3
sky130_fd_sc_hd__or2_1: 1
sky130_fd_sc_hd__buf_4: 1
## routing by layer
| metal | vias to the layer above | part of all wire [%] | track usage (%) |
|---|---|---|---|
| met5 | - | 0 | 0 |
| met4 | 0 | 1.7 | 0.589 |
| met3 | 2 | 16 | 2.36 |
| met2 | 19 | 47 | 4.66 |
| met1 | 123 | 36 | 2.99 |
| li1 | 147 | - | - |
## through the flow
step / worst slack [ps] / cell area [µm²]
after floorplan: 695 / 463
after global placement: 143 / 785
after detailed placement: 113 / 785
after CTS: 305 / 826
after global routing: 269 / 826
final: 318 / 826
## worst min path at each step
stage     startpoint    to  slack (ps)  cells after the start
5_1_grt      dato[9]  Q[9]         780                      2
4_1_cts      dato[8]  Q[8]         770                      2
6_report     dato[8]  Q[8]         770                      2
Power is estimated from default activity; no workload was simulated.
