--- /design/flow/design.v ---
module traductor (entrada,sal,reloj);
input reloj;
input [3:0] entrada;
reg[6:0] salida;
output reg [6:0] sal;
always@(posedge reloj)
begin
	case(entrada)
		4'b0000:salida=7'b0111111; 
		4'b0001:salida=7'b0000110; 
		4'b0010:salida=7'b1011011; 
		4'b0011:salida=7'b1001111; 
		4'b0100:salida=7'b1100110; 
		4'b0101:salida=7'b1101101; 
		4'b0110:salida=7'b1111101; 
		4'b0111:salida=7'b0000111; 
		4'b1000:salida=7'b1111111; 
		4'b1001:salida=7'b1101111; 
		4'b1010:salida=7'b1110111; 
		4'b1011:salida=7'b1111100; 
		4'b1100:salida=7'b0111001; 
		4'b1101:salida=7'b1011110; 
		4'b1110:salida=7'b1111011; 
		4'b1111:salida=7'b1110001; 
		default salida=7'b1111111; 
		endcase
		sal=~salida;
		end
endmodule
--- /design/flow/run.sh ---
#!/bin/bash
# OpenROAD 26Q1-2900-gdf79404cd8, Yosys 0.63+post, stock flow scripts
make -C /OpenROAD-flow-scripts/flow DESIGN_CONFIG=/design/flow/config.mk WORK_HOME=/design/flow/orfs finish
--- /design/flow/config.mk ---
export PLATFORM = sky130hd
export DESIGN_NAME = traductor
export DESIGN_NICKNAME = traductor
export VERILOG_FILES = /design/flow/design.v
export SDC_FILE = /design/flow/constraint.sdc
export NUM_CORES = 4
export LEC_CHECK = 1
export CORE_AREA = 10 10 70 70
export DIE_AREA = 0 0 80 80
--- /design/flow/constraint.sdc ---
current_design traductor

set clk_period 1.5
set clk_io_pct 0.2

create_clock -name clk0 -period $clk_period [get_ports {reloj}]

set non_clock_inputs [all_inputs -no_clocks]
set_input_delay [expr $clk_period * $clk_io_pct] -clock clk0 $non_clock_inputs
set_output_delay [expr $clk_period * $clk_io_pct] -clock clk0 [all_outputs]
==> results.yml <==
# physical design summary
logic_synthesis:
  ys_sh_mux_pct: 19.2
  synth_seq_share_pct: 35.3
  yosys_cells: 36
  synthesized_area_fraction_occupied_by_and_or_nand_nor_cells_pct: 8.52
  cell_taking_the_most_area_after_synthesis: "sky130_fd_sc_hd__dfxtp_1"
  total_standard_cell_area_after_synthesis_sq_um: 397
  post_synth_most_frequent_cells: "sky130_fd_sc_hd__dfxtp_1, sky130_fd_sc_hd__ha_1, sky130_fd_sc_hd__inv_1, sky130_fd_sc_hd__mux2i_1"
  yosys_area_sq_um: 397
  ys.flop_type: "sky130_fd_sc_hd__dfxtp_1"
  area_leaders: "sky130_fd_sc_hd__dfxtp_1, sky130_fd_sc_hd__ha_1, sky130_fd_sc_hd__mux2i_1"
  yosys.area_share.adder_pct: 18.9
  ys_sh_xor_pct: 2.21
  post_synth_aoi_oai_area_pct: 8.20
  post_synth_num_cell_types: 15
  avg_synthesized_cell_area_sq_um: 11.0
  synthTopLogicFamily: "multiplexers"
  synth_top_area_share_pct: 35.3
  ys.warnings.count: 1
  synth_flops: 7
  asyncSetResetFlopFracSynth_pct: 0
  synthCells: 36
  synth.most_common_cell: "sky130_fd_sc_hd__dfxtp_1"
  number_of_synthesized_flops_with_an_enable_pin: 0
global_routing:
  sum_of_overflow_across_all_layers_after_global_routing: 0
  global_route.usage.total_pct: 2.65
  antenna_found_initial: 0
  first_global_vias: 325
  grt_pass1_wl_um: 1410
  grt_start_max_net_pins: 11
placement:
  gpl.final_weighted_congestion: 0.735
  io_buffer_count: 11
  placedCellCount: 100
  post-place-ws_ns: -0.310
routing:
  vias: 305
  drtIter0Drc: 28
  firstDrtPassIters: 4
  drcViolationCount: 0
  antenna_violating_nets_post_route: 0
  detail_route.vias_per_cell: 2.93
  detail_route.wirelength_um: 862
  routedWlPerCell_um: 8.29
  diodes: 0
pwr:
  power_density_nw_per_um2: 745
  power.combinational.fraction_pct: 24.4
  power.share.sequential_pct: 42.6
  p_sw_share_pct: 21.7
  p_leak_nw: 0.302
  ir_drop_uv: 169
  cellInternalPower_uw: 383
  switching_power_uw: 106
  power.clock.fraction_pct: 33.0
clock_tree:
  htree_num_levels: 1
  tritoncts_num_sinks: 7
  post_cts_buffers: 0
  cts_tree: "built"
  root_buffer: "sky130_fd_sc_hd__clkbuf_4"
  tritoncts.num_buffers: 3
  clkSlewWorstSetupHoldPaths_ns: 0.05
  cts-root-to-sink-buffers: 2
worst_setup_path:
  worstSetupStartpointType: "register"
  crit_chain: "clkdlybuf4s50_1"
  setup.worst_path.class: "register to primary output"
  crit_path_max_fanout: 1
  cp_data_arrival_time_ns: 1.02
  end_kind: "primary output"
  cpLargestDelayFamily: "buffers and inverters"
  slowest_stage: "sky130_fd_sc_hd__clkdlybuf4s50_1"
  critical_path.max_stage_delay_ns: 0.47
  worst-endpoint-required_ns: 1.20
  cp.buffers_inverters: 1
final_timing:
  fin_worst_hold_slack_ns: 0.454
  timing.final.crit_period_ns: 1.32
  max_clock_freq_ghz: 0.759
  postLayoutSetupSlackWorst_ns: 0.182
  timing.final.crit_share_pct: 87.9
  timing.max_slew.rel_slack_pct: 82.6
  final.setup.tns_ns: 0
  setup_viol: 0
  finalHoldViolCount: 0
  worstMarginPinSlew_ns: 0.260
  slew_violations: 0
  grt_setup_unrepaired: "false"
final_layout:
  areaGrowthSynthToFinish_pct: 65.6
  finish.cell_count_without_fillers: 104
  largest_reg_flops: 7
  post_route_cells_drive_above_1_share_pct: 25.9
  final_util_pct: 19.2
die:
  chip_area_sq_um: 6400
  placementRows: 21
  core_region_area_sq_um: 3420
  die_width_um: 80
  core_util_floorplan_pct: 11.6
  ios: 12
  floorplan.die.height_um: 80
flow_run:
  max_cap_viol: 0
  warning_count: 30
status:
  result_of_the_run: "finished, final reports clean"
worst_hold_path:
  class_of_the_most_critical_hold_timing_path: "primary input to register"
[cell type report]
cell class,instances,area (sq um)
inverters,5,18.8
well taps,46,57.6
flip-flops and latches,7,140
repair buffers,19,175
clock buffers,4,26.3
multi-input cells,23,239
fillers,387,2760
[worst paths after layout]
check | start | slack, ns | depth (start not counted) | to
max | sal[3] | 0.18 | 1 | sal[3]
min | entrada[1] | 0.45 | 3 | sal[6]
[layout by cell type, fill, tap and decap left out, drive strengths merged]
master	synthesis	layout
o21ai	2	2
nor2	1	1
clkbuf	0	4
buf	1	8
mux2i	5	5
o22ai	2	2
nand2b	1	1
ha	6	6
a32o	1	1
nand3b	2	2
xnor2	1	1
dlymetal6s2s	0	2
mux4	1	1
inv	5	5
or2	1	1
dfxtp	7	7
clkdlybuf4s50	0	9
[routing by layer]
layer | track usage (%) | wire, um
met4 | 0.528 | 0
met5 | 0 | 0
met1 | 3.78 | 440
met3 | 1.70 | 124
met2 | 3.21 | 296
[power by group through the flow]
| stage | clock [mW] | combinational, mW | sequential (mW) |
|---|---|---|---|
| CTS | 0.170 | 0.122 | 0.209 |
| finish | 0.162 | 0.119 | 0.208 |
| global route | 0.181 | 0.133 | 0.210 |
[kinds of logic (layout without fill, tap and decap cells)]
logic type	after synthesis	count (layout)
DFF	7	7
adders and majority gates	6	6
and+or+nand+nor	5	5
AOI/OAI and AO/OA	5	5
xor gates and xnor gates	1	1
muxes	6	6
buffers and inverters	6	28
[stage by stage]
stage | total power [mW] | area, sq um
after global placement | 0.328 | 613
after CTS | 0.501 | 652
final | 0.489 | 657
after detailed placement | 0.329 | 613
after global routing | 0.524 | 657
after floorplan | 0.256 | 397
[timing repair]
item / in CTS / in global routing
endpoints found under the setup margin: 1 / 1
gates resized: 3 / 2
hold buffers: 0 / 0
Power figures rest on the tool's default switching activity, not on a simulated workload.
